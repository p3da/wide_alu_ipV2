==> design.v <==
package wide_alu_reg_pkg;
  parameter int BlockAw = 8;
  typedef struct packed {
    logic [31:0] q;
  } wide_alu_reg2hw_op_a_mreg_t;
  typedef struct packed {
    logic [31:0] q;
  } wide_alu_reg2hw_op_b_mreg_t;
  typedef struct packed {
    struct packed {
      logic        q;
      logic        qe;
    } trigger;
    struct packed {
      logic        q;
      logic        qe;
    } clear_err;
  } wide_alu_reg2hw_ctrl1_reg_t;
  typedef struct packed {
    struct packed {
      logic [2:0]  q;
      logic        qe;
    } opsel;
    struct packed {
      logic [7:0]  q;
      logic        qe;
    } delay;
  } wide_alu_reg2hw_ctrl2_reg_t;
  typedef struct packed {
    logic [31:0] d;
  } wide_alu_hw2reg_result_mreg_t;
  typedef struct packed {
    struct packed {
      logic [2:0]  d;
    } opsel;
    struct packed {
      logic [7:0]  d;
    } delay;
  } wide_alu_hw2reg_ctrl2_reg_t;
  typedef struct packed {
    logic [1:0]  d;
  } wide_alu_hw2reg_status_reg_t;
  typedef struct packed {
    wide_alu_reg2hw_op_a_mreg_t [7:0] op_a;  
    wide_alu_reg2hw_op_b_mreg_t [7:0] op_b;  
    wide_alu_reg2hw_ctrl1_reg_t ctrl1;  
    wide_alu_reg2hw_ctrl2_reg_t ctrl2;  
  } wide_alu_reg2hw_t;
  typedef struct packed {
    wide_alu_hw2reg_result_mreg_t [15:0] result;  
    wide_alu_hw2reg_ctrl2_reg_t ctrl2;  
    wide_alu_hw2reg_status_reg_t status;  
  } wide_alu_hw2reg_t;
  parameter logic [BlockAw-1:0] WIDE_ALU_OP_A_0_OFFSET = 8'h 0;
  parameter logic [BlockAw-1:0] WIDE_ALU_OP_A_1_OFFSET = 8'h 4;
  parameter logic [BlockAw-1:0] WIDE_ALU_OP_A_2_OFFSET = 8'h 8;
  parameter logic [BlockAw-1:0] WIDE_ALU_OP_A_3_OFFSET = 8'h c;
  parameter logic [BlockAw-1:0] WIDE_ALU_OP_A_4_OFFSET = 8'h 10;
  parameter logic [BlockAw-1:0] WIDE_ALU_OP_A_5_OFFSET = 8'h 14;
  parameter logic [BlockAw-1:0] WIDE_ALU_OP_A_6_OFFSET = 8'h 18;
  parameter logic [BlockAw-1:0] WIDE_ALU_OP_A_7_OFFSET = 8'h 1c;
  parameter logic [BlockAw-1:0] WIDE_ALU_OP_B_0_OFFSET = 8'h 20;
  parameter logic [BlockAw-1:0] WIDE_ALU_OP_B_1_OFFSET = 8'h 24;
  parameter logic [BlockAw-1:0] WIDE_ALU_OP_B_2_OFFSET = 8'h 28;
  parameter logic [BlockAw-1:0] WIDE_ALU_OP_B_3_OFFSET = 8'h 2c;
  parameter logic [BlockAw-1:0] WIDE_ALU_OP_B_4_OFFSET = 8'h 30;
  parameter logic [BlockAw-1:0] WIDE_ALU_OP_B_5_OFFSET = 8'h 34;
  parameter logic [BlockAw-1:0] WIDE_ALU_OP_B_6_OFFSET = 8'h 38;
  parameter logic [BlockAw-1:0] WIDE_ALU_OP_B_7_OFFSET = 8'h 3c;
  parameter logic [BlockAw-1:0] WIDE_ALU_RESULT_0_OFFSET = 8'h 40;
  parameter logic [BlockAw-1:0] WIDE_ALU_RESULT_1_OFFSET = 8'h 44;
  parameter logic [BlockAw-1:0] WIDE_ALU_RESULT_2_OFFSET = 8'h 48;
  parameter logic [BlockAw-1:0] WIDE_ALU_RESULT_3_OFFSET = 8'h 4c;
  parameter logic [BlockAw-1:0] WIDE_ALU_RESULT_4_OFFSET = 8'h 50;
  parameter logic [BlockAw-1:0] WIDE_ALU_RESULT_5_OFFSET = 8'h 54;
  parameter logic [BlockAw-1:0] WIDE_ALU_RESULT_6_OFFSET = 8'h 58;
  parameter logic [BlockAw-1:0] WIDE_ALU_RESULT_7_OFFSET = 8'h 5c;
  parameter logic [BlockAw-1:0] WIDE_ALU_RESULT_8_OFFSET = 8'h 60;
  parameter logic [BlockAw-1:0] WIDE_ALU_RESULT_9_OFFSET = 8'h 64;
  parameter logic [BlockAw-1:0] WIDE_ALU_RESULT_10_OFFSET = 8'h 68;
  parameter logic [BlockAw-1:0] WIDE_ALU_RESULT_11_OFFSET = 8'h 6c;
  parameter logic [BlockAw-1:0] WIDE_ALU_RESULT_12_OFFSET = 8'h 70;
  parameter logic [BlockAw-1:0] WIDE_ALU_RESULT_13_OFFSET = 8'h 74;
  parameter logic [BlockAw-1:0] WIDE_ALU_RESULT_14_OFFSET = 8'h 78;
  parameter logic [BlockAw-1:0] WIDE_ALU_RESULT_15_OFFSET = 8'h 7c;
  parameter logic [BlockAw-1:0] WIDE_ALU_CTRL1_OFFSET = 8'h 80;
  parameter logic [BlockAw-1:0] WIDE_ALU_CTRL2_OFFSET = 8'h 84;
  parameter logic [BlockAw-1:0] WIDE_ALU_STATUS_OFFSET = 8'h 88;
  parameter logic [31:0] WIDE_ALU_RESULT_0_RESVAL = 32'h 0;
  parameter logic [31:0] WIDE_ALU_RESULT_1_RESVAL = 32'h 0;
  parameter logic [31:0] WIDE_ALU_RESULT_2_RESVAL = 32'h 0;
  parameter logic [31:0] WIDE_ALU_RESULT_3_RESVAL = 32'h 0;
  parameter logic [31:0] WIDE_ALU_RESULT_4_RESVAL = 32'h 0;
  parameter logic [31:0] WIDE_ALU_RESULT_5_RESVAL = 32'h 0;
  parameter logic [31:0] WIDE_ALU_RESULT_6_RESVAL = 32'h 0;
  parameter logic [31:0] WIDE_ALU_RESULT_7_RESVAL = 32'h 0;
  parameter logic [31:0] WIDE_ALU_RESULT_8_RESVAL = 32'h 0;
  parameter logic [31:0] WIDE_ALU_RESULT_9_RESVAL = 32'h 0;
  parameter logic [31:0] WIDE_ALU_RESULT_10_RESVAL = 32'h 0;
  parameter logic [31:0] WIDE_ALU_RESULT_11_RESVAL = 32'h 0;
  parameter logic [31:0] WIDE_ALU_RESULT_12_RESVAL = 32'h 0;
  parameter logic [31:0] WIDE_ALU_RESULT_13_RESVAL = 32'h 0;
  parameter logic [31:0] WIDE_ALU_RESULT_14_RESVAL = 32'h 0;
  parameter logic [31:0] WIDE_ALU_RESULT_15_RESVAL = 32'h 0;
  parameter logic [1:0] WIDE_ALU_CTRL1_RESVAL = 2'h 0;
  parameter logic [23:0] WIDE_ALU_CTRL2_RESVAL = 24'h 0;
  parameter logic [1:0] WIDE_ALU_STATUS_RESVAL = 2'h 0;
  typedef enum int {
    WIDE_ALU_OP_A_0,
    WIDE_ALU_OP_A_1,
    WIDE_ALU_OP_A_2,
    WIDE_ALU_OP_A_3,
    WIDE_ALU_OP_A_4,
    WIDE_ALU_OP_A_5,
    WIDE_ALU_OP_A_6,
    WIDE_ALU_OP_A_7,
    WIDE_ALU_OP_B_0,
    WIDE_ALU_OP_B_1,
    WIDE_ALU_OP_B_2,
    WIDE_ALU_OP_B_3,
    WIDE_ALU_OP_B_4,
    WIDE_ALU_OP_B_5,
    WIDE_ALU_OP_B_6,
    WIDE_ALU_OP_B_7,
    WIDE_ALU_RESULT_0,
    WIDE_ALU_RESULT_1,
    WIDE_ALU_RESULT_2,
    WIDE_ALU_RESULT_3,
    WIDE_ALU_RESULT_4,
    WIDE_ALU_RESULT_5,
    WIDE_ALU_RESULT_6,
    WIDE_ALU_RESULT_7,
    WIDE_ALU_RESULT_8,
    WIDE_ALU_RESULT_9,
    WIDE_ALU_RESULT_10,
    WIDE_ALU_RESULT_11,
    WIDE_ALU_RESULT_12,
    WIDE_ALU_RESULT_13,
    WIDE_ALU_RESULT_14,
    WIDE_ALU_RESULT_15,
    WIDE_ALU_CTRL1,
    WIDE_ALU_CTRL2,
    WIDE_ALU_STATUS
  } wide_alu_id_e;
  parameter logic [3:0] WIDE_ALU_PERMIT [35] = '{
    4'b 1111,  
    4'b 1111,  
    4'b 1111,  
    4'b 1111,  
    4'b 1111,  
    4'b 1111,  
    4'b 1111,  
    4'b 1111,  
    4'b 1111,  
    4'b 1111,  
    4'b 1111,  
    4'b 1111,  
    4'b 1111,  
    4'b 1111,  
    4'b 1111,  
    4'b 1111,  
    4'b 1111,  
    4'b 1111,  
    4'b 1111,  
    4'b 1111,  
    4'b 1111,  
    4'b 1111,  
    4'b 1111,  
    4'b 1111,  
    4'b 1111,  
    4'b 1111,  
    4'b 1111,  
    4'b 1111,  
    4'b 1111,  
    4'b 1111,  
    4'b 1111,  
    4'b 1111,  
    4'b 0001,  
    4'b 0111,  
    4'b 0001   
  };
endpackage
package wide_alu_pkg;
    typedef enum logic[2:0] {
                             ADD = 0,
                             SUB = 1,
                             MUL = 2,
                             XOR = 3,
                             AND = 4,
                             OR  = 5
                             } optype_e;
    typedef enum logic[1:0] {IDLE         = 0,
                             PENDING      = 1,
                             ERROR_WRITE  = 2,
                             ERROR_OPCODE = 3} status_e;
endpackage : wide_alu_pkg
module wide_alu
    import wide_alu_pkg::optype_e;
    import wide_alu_pkg::status_e;
    #(
      localparam ALU_WIDTH=256,
      localparam DEACCEL_COUNTER_WIDTH = 8
    )(
     input logic                              clk_i,
     input logic                              rst_ni,
     input logic                              trigger_i,
     input logic                              clear_err_i,
     input logic [ALU_WIDTH-1:0]              op_a_i,
     input logic [ALU_WIDTH-1:0]              op_b_i,
     output logic [2*ALU_WIDTH-1:0]           result_o,
     input logic                              deaccel_factor_we_i,
     input logic [DEACCEL_COUNTER_WIDTH-1:0]  deaccel_factor_i,
     output logic [DEACCEL_COUNTER_WIDTH-1:0] deaccel_factor_o,
     input logic                              op_sel_we_i,
     input                                    optype_e op_sel_i,
     output                                   optype_e op_sel_o,
     output                                   status_e status_o
     );
    status_e state_d, state_q;
    logic [2*ALU_WIDTH-1:0]           result_d, result_q;
    logic [DEACCEL_COUNTER_WIDTH-1:0] delay_cntr_d, delay_cntr_q;
    logic [DEACCEL_COUNTER_WIDTH-1:0] deaccel_factor_d, deaccel_factor_q;
    optype_e op_sel_q;
    assign result_o         = result_q;
    assign status_o         = state_q;
    assign deaccel_factor_o = deaccel_factor_q;
    assign op_sel_o         = op_sel_q;
    always_ff @(posedge clk_i, negedge rst_ni) begin
        if (!rst_ni) begin
            op_sel_q         <= wide_alu_pkg::ADD;
            deaccel_factor_q <= 1;
            result_q         <= '0;
            state_q          <= wide_alu_pkg::IDLE;
            delay_cntr_q     <= '0;
        end else begin
            op_sel_q         <= (op_sel_we_i)? op_sel_i : op_sel_q;
            deaccel_factor_q <= (deaccel_factor_we_i)? deaccel_factor_i : deaccel_factor_q;
            result_q        <= result_d;
            state_q <= state_d;
            delay_cntr_q    <= delay_cntr_d;
        end
    end  
    always_comb begin
        result_d = result_q;
        case (state_q)
            wide_alu_pkg::IDLE: begin
                if (trigger_i) begin
                    state_d = wide_alu_pkg::PENDING;
                    delay_cntr_d = delay_cntr_q + 1;
                end else begin
                    state_d = wide_alu_pkg::IDLE;
                    delay_cntr_d = delay_cntr_q;
                end
            end
            wide_alu_pkg::PENDING: begin
                if (deaccel_factor_we_i|op_sel_we_i) begin
                    state_d               = wide_alu_pkg::ERROR_WRITE;
                    delay_cntr_d          = delay_cntr_q;
                end else if (delay_cntr_q == deaccel_factor_q) begin
                    state_d               = wide_alu_pkg::IDLE;
                    delay_cntr_d          = 0;
                    case (op_sel_q)
                        wide_alu_pkg::ADD,
                        wide_alu_pkg::SUB,
                        wide_alu_pkg::MUL,
                        wide_alu_pkg::XOR,
                        wide_alu_pkg::AND,
                        wide_alu_pkg::OR:
                            result_d = op_a_i | op_b_i;
                        default: begin
                            state_d = wide_alu_pkg::ERROR_OPCODE;
                            delay_cntr_d          = delay_cntr_q;
                        end
                    endcase
                end else begin  
                    state_d               = wide_alu_pkg::PENDING;
                    delay_cntr_d          = delay_cntr_q+1;
                end
            end  
            wide_alu_pkg::ERROR_WRITE, wide_alu_pkg::ERROR_OPCODE: begin
                delay_cntr_d = delay_cntr_q;
                state_d      = state_q;
                if (clear_err_i) begin
                    state_d      = wide_alu_pkg::IDLE;
                    delay_cntr_d = 0;
                end
            end
            default: begin
                state_d      = wide_alu_pkg::IDLE;
                delay_cntr_d = 0;
            end
        endcase
    end
    endmodule : wide_alu
==> run.sh <==
#!/bin/bash
# OpenROAD 26Q1-2900-gdf79404cd8, Yosys 0.63+post, stock flow scripts
make -C /OpenROAD-flow-scripts/flow DESIGN_CONFIG=/design/flow/config.mk WORK_HOME=/design/flow/orfs finish
==> config.mk <==
export PLATFORM = sky130hd
export DESIGN_NAME = wide_alu
export DESIGN_NICKNAME = wide_alu
export VERILOG_FILES = /design/flow/design.v
export SDC_FILE = /design/flow/constraint.sdc
export NUM_CORES = 4
export LEC_CHECK = 1
export CORE_AREA = 10 10 406 406
export DIE_AREA = 0 0 416 416
export SYNTH_HDL_FRONTEND = slang
==> constraint.sdc <==
current_design wide_alu

set clk_period 15.2
set clk_io_pct 0.2

create_clock -name clk0 -period $clk_period [get_ports {clk_i}]

set non_clock_inputs [all_inputs -no_clocks]
set_input_delay [expr $clk_period * $clk_io_pct] -clock clk0 $non_clock_inputs
set_output_delay [expr $clk_period * $clk_io_pct] -clock clk0 [all_outputs]
==> impl_metrics.py <==
# Metrics from the implementation run
metrics = {
    "die": {
        "core_box_area_sq_um": 156000,
        "i_o_pin_count": 1054,
        "die_height_um": 416,
        "floorplan.die_area_sq_um": 173000,
        "floorplan.rows": 145,
        "die_width_um": 416,
        "fp_util": 0.0826,
    },
    "clock_tree": {
        "clock_path_buffers": 3,
        "clock.latency.late_pin_ns": 0.60,
        "clock_transition_time_at_the_flip_flop_clock_pins_of_the_worst_setup_and_hold_paths_ns": 0.06,
        "post_cts_resized": 0,
        "tritoncts": "built",
        "htree_num_levels": 2,
        "clock_sinks": 277,
        "postCtsSetupBuffers": 0,
        "cts_made_buffers": 37,
        "cts_hold_buffers": 0,
        "clock_root_buffer": "clkbuf_16",
    },
    "cells_and_area": {
        "layout_top_cell_excl_fill_tap": "clkdlybuf4s50_1",
        "syn_to_final_growth_pct": 84.0,
        "final_cell_mix": "clkdlybuf4s50_1, dfrtp_1, nand2_1, nor2_1, o21ai_1",
        "final_layout_size_suffix_gt1_frac": 0.0447,
    },
    "pwr": {
        "worst_vdd_drop_mv": 0.0751,
        "p_leak_nw": 9.81,
        "power-per-cell-area_nw_per_um2": 90.6,
        "sum_of_internal_switching_and_leakage_power_mw": 2.15,
    },
    "critical_path": {
        "worstPathCellList": "clkdlybuf4s50_1, nor3_1, nand4_4, buf_4, buf_4, buf_12, o21ai_1",
        "regToRegStartpoint": "deaccel_factor_o[0]",
        "largest_fanout_of_any_net_on_the_critical_path": 168,
        "critPathArrivalTime_ns": 6.33,
        "worst_ep_required_time_ns": 15.62,
        "cp-start-kind": "input pin",
        "crit_slowest_cell": "clkdlybuf4s50_1",
        "cpMostUsedCell": "buf_4",
        "worst-setup-path-type": "input pin to flop",
        "max_stage_delay_ns": 0.77,
        "rr_endpoint": "result_o[127]",
        "endpoint_kind": "flop",
        "regToRegSetupSlack_ns": 11.79,
        "r2r.worst_path.cells": 7,
    },
    "drt": {
        "post_drt_via_cell_ratio": 2.80,
        "detail_route.drc_violations": 0,
        "drt-pass1-iter-count": 5,
        "drt-total-wl_um": 104000,
        "top_layer": "met5",
        "via_count": 12100,
        "detailed_route_wirelength_on_metal2_um": 53500,
        "avgRoutedWirePerCell_um": 24.0,
        "dr.first_iter.drc_count": 674,
        "route.antenna.remaining_nets": 0,
        "met3_wirelength_um": 13500,
        "routedLengthMet1_um": 34600,
    },
    "final_timing": {
        "rsz0062_at_grt": "false",
        "timing.setup.tns_ns": 0,
        "setup_viol": 0,
        "finalWorstPathRequiredPeriod_ns": 5.91,
        "fmax_ghz": 0.169,
        "finalClockPeriodUsage": 0.389,
        "report.final.slew_viol_count": 0,
        "report.final.hold_viol_count": 0,
        "worst_clock_skew_ns": 0.0416,
        "slew_of_the_pin_with_the_lowest_slew_margin_ns": 0.812,
        "slew-limit-headroom": 0.456,
    },
    "grt": {
        "largest_net_degree_at_the_start_of_global_routing": 169,
        "grt_overflow_total": 0,
        "first_global_vias": 13000,
        "grt.total_usage": 0.116,
        "grt_pass1_wl_um": 131000,
        "grt_antenna_before_repair": 28,
    },
    "synthesis": {
        "postSynthSeqShare": 0.538,
        "yosysWarnings": 0,
        "yosysChipArea_sq_um": 12900,
        "synth_stat.cells": 1435,
        "syn-cell-area_sq_um": 12900,
        "cell_types_with_the_largest_area_share_after_synthesis": "dfrtp_1, buf_4, o21ai_1, nand2_1, nor2_1",
        "synthesis.area_per_instance_sq_um": 8.99,
        "yosysTopAreaCell": "dfrtp_1",
        "yosys.area.top_type_share": 0.536,
        "synth-seq-cells": 277,
        "yosys.cell_types.count": 34,
        "syn-instance-count": 1435,
    },
    "min_path": {
        "hold_path.class": "flop to flop",
        "hold_end": "result_o[175]",
        "worstHoldPathCells": 2,
        "hp-start": "result_o[175]",
    },
    "run": {
        "openroad.warnings": 28,
        "maxCapViolations": 0,
    },
    "placed_design": {
        "gp_congestion": 0.958,
        "dp_hpwl_um": 93500,
        "port_buffers": 797,
    },
    "status": {
        "outcome": "completed",
    },
}
-- report_power, final --
part / internal [mW] / switching (mW)
clock: 0.565 / 0.377
combinational: 0.222 / 0.173
sequential: 0.779 / 0.0333
total: 1.57 / 0.583
-- Yosys cell counts --
| master | number |
|---|---|
| o311ai_0 | 1 |
| o211ai_1 | 1 |
| o2bb2ai_1 | 10 |
| a32o_1 | 2 |
| dfrtp_1 | 276 |
| dfstp_2 | 1 |
| mux2_2 | 11 |
| o41ai_1 | 1 |
| nand2b_1 | 4 |
| mux2i_1 | 1 |
| or2_2 | 3 |
| xor2_1 | 8 |
| o21ai_1 | 257 |
| nor4_2 | 1 |
| nor4_4 | 1 |
| nand2_1 | 260 |
| buf_6 | 1 |
| buf_2 | 21 |
| inv_1 | 4 |
| a21oi_1 | 3 |
| nor2_1 | 260 |
| a311oi_1 | 1 |
| o21a_1 | 1 |
| a31oi_1 | 2 |
| clkbuf_1 | 36 |
| or2_1 | 1 |
| ha_1 | 1 |
| nand4_2 | 1 |
| nor3_1 | 1 |
| nand3_1 | 3 |
| conb_1 | 1 |
| buf_4 | 256 |
| nor2b_1 | 2 |
| o21ai_0 | 2 |
-- cells by family (layout without fill, tap and decap cells) --
kind of cell               count (synthesis)  count (layout)  synth area share
xor gates and xnor gates                   8               8           0.00543
other                                      1             258          0.000291
AOI/OAI and AO/OA                        281             281             0.114
DFF                                      277             277             0.538
buffers and inverters                    318             887             0.170
adders and majority gates                  1               1          0.000970
muxes                                     12              12            0.0104
and+or+nand+nor                          537             537             0.161
-- sequential cells by signal (all words and copies together) (netlist names) --
register / flops
status_o: 2
delay_cntr_q: 8
result_o: 256
deaccel_factor_o: 8
op_sel_o: 3
-- metrics by stage --
step                cells   util  hold slack [ns]  instance area [sq um]  setup slack [ns]
CTS                  4317  0.152            0.488                  23700              9.31
detailed placement   4252  0.144            0.475                  22400              8.67
global placement     4252  0.144            0.468                  22400              8.74
global route         4317  0.152            0.508                  23700              8.99
floorplan            1690      -            0.431                  13900             10.71
finish               4319  0.152            0.486                  23700              9.29
-- worst max path at each step --
stage                   start             to  slack, ns  cells after the start
6_report  deaccel_factor_we_i  result_o[127]       9.29                      7
4_1_cts   deaccel_factor_we_i   result_o[58]       9.31                      8
5_1_grt   deaccel_factor_we_i  result_o[185]       8.99                      8
-- cell type report --
class	instances	area, sq um
diodes	2	5.00
clock buffers	50	1060
clock inverters	15	233
fillers	17500	132000
inverters	4	15.0
multi-input cells	1095	4740
flip-flops and latches	277	6930
well taps	2058	2570
repair buffers	818	8170
-- worst max-delay path: cells and delay by family --
kind | cells | cell delay [ns]
AND-OR/OR-AND | 1 | 0.16
buffers and inverters | 4 | 2.45
AND/OR/NAND/NOR | 2 | 0.42
-- metal layers --
| metal | up-vias | global-route usage |
|---|---|---|
| met3 | 91 | 0.0682 |
| met4 | 10 | 0.0168 |
| met5 | - | 0 |
| met1 | 5751 | 0.118 |
| li1 | 5732 | - |
| met2 | 510 | 0.206 |
Power is estimated from default activity; no workload was simulated.
